--- ./design.v ---
`timescale 1ns/1ps
package riscv_pkg;
    localparam [4:0] REG_ZERO = 5'b00000; 
    localparam [31:0] PC_INCREMENT = 32'd4;
    localparam [3:0] ALU_ADD  = 4'b0000;   
    localparam [3:0] ALU_SUB  = 4'b0001;   
    localparam [3:0] ALU_AND  = 4'b0010;   
    localparam [3:0] ALU_OR   = 4'b0011;   
    localparam [3:0] ALU_XOR  = 4'b0100;   
    localparam [3:0] ALU_SLL  = 4'b0101;   
    localparam [3:0] ALU_SRL  = 4'b0110;   
    localparam [3:0] ALU_SRA  = 4'b0111;   
    localparam [3:0] ALU_SLT  = 4'b1000;   
    localparam [3:0] ALU_SLTU = 4'b1001;   
    localparam [3:0] ALU_BEQ  = 4'b1010;   
    localparam [3:0] ALU_BNE  = 4'b1011;   
    localparam [3:0] ALU_BLT  = 4'b1100;   
    localparam [3:0] ALU_BGE  = 4'b1101;   
    localparam [3:0] ALU_BLTU = 4'b1110;   
    localparam [3:0] ALU_BGEU = 4'b1111;   
    localparam [6:0] OP_LUI    = 7'b0110111;  
    localparam [6:0] OP_AUIPC  = 7'b0010111;  
    localparam [6:0] OP_JAL    = 7'b1101111;  
    localparam [6:0] OP_JALR   = 7'b1100111;  
    localparam [6:0] OP_BRANCH = 7'b1100011;  
    localparam [6:0] OP_LOAD   = 7'b0000011;  
    localparam [6:0] OP_STORE  = 7'b0100011;  
    localparam [6:0] OP_IMM    = 7'b0010011;  
    localparam [6:0] OP_REG    = 7'b0110011;  
    localparam [1:0] FWD_NONE = 2'b00;
    localparam [1:0] FWD_MEM  = 2'b01;  
    localparam [1:0] FWD_WB   = 2'b10;
    localparam [1:0] MEM_TO_REG_ALU = 2'b00;
    localparam [1:0] MEM_TO_REG_MEM = 2'b01;
    localparam [1:0] MEM_TO_REG_PC4 = 2'b10;
    localparam [3:0] MEM_BYTE_ENABLE_ALL = 4'b1111;
    localparam [31:0] RESET_VALUE = 32'd0;
    localparam [31:0] NOP_INSTRUCTION = 32'h00000013;
    localparam [6:0]  RESET_7BIT  = 7'd0;
    localparam [4:0]  RESET_5BIT  = 5'd0;
    localparam [3:0]  RESET_4BIT  = 4'd0;
    localparam [2:0]  RESET_3BIT  = 3'd0;
    localparam [1:0]  RESET_2BIT  = 2'd0;
    localparam        RESET_1BIT  = 1'b0;
    localparam [2:0] FUNCT3_BEQ  = 3'b000;   
    localparam [2:0] FUNCT3_BNE  = 3'b001;   
    localparam [2:0] FUNCT3_BLT  = 3'b100;   
    localparam [2:0] FUNCT3_BGE  = 3'b101;   
    localparam [2:0] FUNCT3_BLTU = 3'b110;   
    localparam [2:0] FUNCT3_BGEU = 3'b111;   
    localparam ENABLE  = 1'b1;
    localparam DISABLE = 1'b0;
    localparam [11:0] IMM_ZERO_12BIT = 12'b000000000000;   
    localparam [0:0]  LSB_ZERO = 1'b0;                     
    localparam [2:0] FUNCT3_ADDI = 3'b000;       
    localparam [2:0] FUNCT3_SLTI = 3'b010;       
    localparam [2:0] FUNCT3_SLTIU = 3'b011;      
    localparam [2:0] FUNCT3_XORI = 3'b100;       
    localparam [2:0] FUNCT3_ORI  = 3'b110;       
    localparam [2:0] FUNCT3_ANDI = 3'b111;       
    localparam [2:0] FUNCT3_SLLI = 3'b001;       
    localparam [2:0] FUNCT3_SRLI_SRAI = 3'b101;  
    localparam [6:0] FUNCT7_NORMAL = 7'b0000000;
    localparam [6:0] FUNCT7_ALT    = 7'b0100000;
endpackage
`timescale 1ns/1ps
module instr_memory #(
    parameter ADDR_WIDTH = 32,
    parameter DATA_WIDTH = 32,
    parameter MEM_SIZE   = 1024
) (
    input logic [ADDR_WIDTH-1:0] addr,
    input logic                  clk,
    output logic [DATA_WIDTH-1:0] data
);
    localparam logic [DATA_WIDTH-1:0] NOP = 32'h00000013;  
    logic [DATA_WIDTH-1:0] memory [0:MEM_SIZE-1];
    logic [$clog2(MEM_SIZE)-1:0] word_addr;
    assign word_addr = addr[$clog2(MEM_SIZE)+1:2];  
    initial begin
        for (int i = 0; i < MEM_SIZE; i++) begin
            memory[i] = NOP;  
        end
        memory[0] = 32'h00500093;   
        memory[1] = 32'h00600113;   
        memory[2] = 32'h002081b3;   
        memory[3] = 32'h40208233;   
        memory[4] = 32'h0020f2b3;   
        memory[5] = 32'h0020e333;   
        memory[6] = 32'h0020c3b3;   
        memory[7] = 32'h00209413;   
        memory[8] = 32'h0020a4b3;   
        memory[9] = NOP;
        memory[10] = NOP;
        memory[11] = NOP;
    end
    always_ff @(posedge clk) begin
        data <= memory[word_addr];
    end
endmodule
--- ./run.sh ---
#!/bin/bash
# OpenROAD 26Q1-2900-gdf79404cd8, Yosys 0.63+post, stock flow scripts
make -C /OpenROAD-flow-scripts/flow DESIGN_CONFIG=/design/flow/config.mk WORK_HOME=/design/flow/orfs finish
--- ./config.mk ---
export PLATFORM = sky130hd
export DESIGN_NAME = instr_memory
export DESIGN_NICKNAME = instr_memory
export VERILOG_FILES = /design/flow/design.v
export SDC_FILE = /design/flow/constraint.sdc
export NUM_CORES = 4
export LEC_CHECK = 1
export CORE_AREA = 10 10 70 70
export DIE_AREA = 0 0 80 80
export SYNTH_MEMORY_MAX_BITS = 65536
--- ./constraint.sdc ---
current_design instr_memory

set clk_period 1.7
set clk_io_pct 0.2

create_clock -name clk0 -period $clk_period [get_ports {clk}]

set non_clock_inputs [all_inputs -no_clocks]
set_input_delay [expr $clk_period * $clk_io_pct] -clock clk0 $non_clock_inputs
set_output_delay [expr $clk_period * $clk_io_pct] -clock clk0 [all_outputs]
==> GITHUB_STEP_SUMMARY <==
## Synthesis and layout report

| Metric | Value |
|---|---|
| Post-CTS Hold Buffers | 0 |
| CP arrival | between 1 and 1.5 ns |
| GP Congestion | about 0.8 |
| Comb pwr share | between 10% and 20% |
| Port buffer count | 23 |
| # placed instances | 140 |
| Yosys Chip Area | around 670 um2 |
| Setup CP Type | reg2out |
| Average wire per cell in the routed design | 9.76 um |
| Top flop regs | data x13 |
| 1st-iter DRT viols | 29 |
| IO Count | ~65 |
| Yosys Instances | 70 |
| DRC Markers | 0 |
| Core box area | 3420 um2 |
| Die area | about 6400 um2 |
| Minimum clock period | 1.40 ns |
| Syn avg cell area | a little under 10 um2 |
| Synth Seq Share | 38.7% |
| Synth-to-layout area growth | 38.3% |
| Critical path endpoint category | primary output |
| Mapped cell area | 673 um2 |
| Yosys warns | 1 |
| Share of cells above drive strength 1 | 14.3% |
| Antenna Cells | 0 |
| Status | complete, no violations |
| Flip-flop count of the largest register after layout | 13 |
| CTS tree | built |
| Top cell excl fill/tap | clkdlybuf4s50_1 |
| Worst hold path type | in2reg |
| Vias in the first global route | 519 |
| Worst-path clk slew | around 0.080 ns |
| Maximum Capacitance Violations | 0 |
| Total GRT Usage | between 4 and 5% |
| CP max FO | 1 |
| CTS Buf Count | 3 |
| Final Hold Vio Count | 0 |
| Synth Instances | about 70 |
| Mean number of vias per cell | 3.30 |
| # setup viols final | 0 |
| Remaining global-route overflow | 0 |
| Most frequent cells in the layout | clkdlybuf4s50_1 (23), conb_1 (19), dfxtp_1 (13) |
| Number of OpenROAD warnings | 49 |
| ANT nets after route | 0 |
| Global-route wire length before repair | around 2.2 mm |
| Drt total wl | 1.41 mm |
| Die Y | ~80 um |
| Most flops, register | data |
| Net Switching | approximately 120 uW |
| Post-Layout Cell Count | between 100 and 150 |
| Clock power share | approximately a third |
| Max H-tree Level | 1 |
| Die X | around 80 um |
| Placement Rows | 21 |
| Fin crit share | 82.5% |
| Critical path required time | ~1.4 ns |
| Max-slew violations | 0 |
| Sw Ratio | a little over a fifth |
| Root buffer cell | clkbuf_4 |
| Post-CTS Setup Bufs | 0 |
| Worst Hold End | data[20]$_SDFF_PP0_ |
| Unique cell types | 20 |
| Power per cell area | approximately 600 nW/um2 |
| Min-Delay Startpoint | addr[2] |
| Setup TNS Final | 0 ns |
| Clk sinks | 13 |
| WP buf/inv | 1 |
| Cell-internal power | around 440 uW |
| RSZ-0062 raised after global routing | false |
| Max Clk Rate | about 710 MHz |
| Worst hold stages | 3 |
| DRT Pass-1 Iters | 2 |
| DR vias | between 400 and 500 |
| Largest net degree at the start of global routing | 10 |
| HPWL Detailed | 1.27 mm |
| Max clock buf depth | 2 |
| VDD IR max | between 0.15 and 0.2 mV |
| Ys flops | 13 |
| Static leakage | about 0.0004 uW |
| Initial core utilization | 19.7% |
| Crit-path leading delay family | buffers and inverters |
| Crit path cell chain | clkdlybuf4s50_1 |
| CP peak stage delay | roughly 0.48 ns |
| Seq pwr share | a little over half |
| Startpoint type of the worst setup path | flop |
| Slowest-stage cell, CP | clkdlybuf4s50_1 |
| Post-CTS resize count | 0 |
| Initial antenna violation count | 0 |
Yosys cell counts:
cell type / instances / share of area, %
a21oi_1: 6 / 4.5
mux2_2: 1 / 1.7
nor3_1: 1 / 0.74
nand3b_1: 2 / 2.2
ha_1: 3 / 5.6
dfxtp_1: 13 / 39
nor2_1: 6 / 3.3
nand2b_1: 2 / 1.9
mux2i_1: 1 / 1.5
nor4_4: 1 / 3.2
nor3b_2: 1 / 1.9
nor4_2: 1 / 1.9
nand2_1: 2 / 1.1
nor2b_1: 1 / 0.93
o21bai_1: 1 / 1.1
nand3b_4: 1 / 3.0
or2_2: 2 / 1.9
buf_4: 20 / 22
inv_1: 3 / 1.7
conb_1: 2 / 1.1
power groups by stage:
stage,sequential (uW),combinational (uW),clock (uW)
CTS,305,75.8,192
global route,306,82.6,210
finish,305,73.9,180
how the worst max path moves through the flow:
| stage | start | endpoint | slack [ns] | cells past startpoint |
|---|---|---|---|---|
| CTS | data[13]$_SDFF_PP0_ | data[13] | 0.28 | 1 |
| global route | data[13]$_SDFF_PP0_ | data[13] | 0.24 | 1 |
| finish | data[12]$_SDFF_PP0_ | data[12] | 0.30 | 1 |
layout make-up:
| class | count | area [um2] |
|---|---|---|
| Fill cell | 388 | 2480 |
| Multi-Input combinational cell | 51 | 315 |
| Sequential cell | 13 | 260 |
| Timing Repair Buffer | 27 | 260 |
| Tap cell | 46 | 57.6 |
| Clock buffer | 4 | 26.3 |
| Inverter | 3 | 11.3 |
per-stage QoR:
step	total power [uW]	util, %	instance area, um2	setup slack (ns)	hold slack [ns]
2_1_floorplan	373	-	737	0.581	0.412
3_3_place_gp	389	26.5	905	0.0132	1.01
3_5_place_dp	388	26.5	905	0.0174	1.01
4_1_cts	573	27.3	931	0.275	0.771
5_1_grt	598	27.3	931	0.242	0.782
6_report	559	27.3	931	0.298	0.775
metal layers:
metal	vias up	part of all wire (%)	GRT usage (%)
li1	243	-	-
met5	-	0	0
met4	0	0.71	0.528
met1	204	38	4.27
met2	26	45	7.06
met3	2	16	3.52
logic make-up after synthesis:
family / synth area share [%]
compound gates: 5.58
buf+inv: 24.0
flops: 38.7
fa+ha+maj: 5.58
simple gates: 21.9
other cells: 1.12
mux: 3.16
Power figures rest on the tool's default switching activity, not on a simulated workload.
